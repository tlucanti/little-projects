==> ./design.v <==
`timescale 1ns / 1ps
module master #
(
	parameter	READ_ADDR		= 123,
	parameter	READ_ADDR_FAST	= 456,
	parameter	WRITE_ADDR		= 789,
	parameter	READ_ADDR_MPU	= 114
)
(
	input	CLK,				 
	input	RESET,				 
	input	MISO,				 
	output	reg MOSI,			 
	output	reg FLASH_CS,		 
	output	reg SENSOR_CS		 
);
localparam	READ_DATA_INSTR		= 8'h3;		 
localparam	WRITE_ENABLE_INSTR	= 8'h6;		 
localparam	WRITE_DATA_INSTR	= 8'h2;		 
localparam	WRITE_DISABLE_INSTR	= 8'h4;		 
localparam	FAST_READ_INSTR		= 8'h0;		 
localparam	IDLE				= 8'h00;		
localparam	FLASH_ISNTR_READ	= 8'h01;
localparam	FLASH_ADDR_READ		= 8'h02;
localparam	FLASH_READ_STATE	= 8'h03;
localparam	LED_GLOW_1			= 8'h04;
localparam	FLASH_WRITE_ENABLE	= 8'h05;
localparam	FLASH_INSTR_WRITE	= 8'h06;
localparam	FLASH_ADDR_WRITE	= 8'h07;
localparam	FLASH_WRITE_STATE	= 8'h08;
localparam	FLASH_WRITE_DISABLE	= 8'h09;
localparam	FLASH_INSTR_FAST	= 8'h0a;
localparam	FLASH_ADDR_FAST		= 8'h0b;
localparam	FLASH_FAST_DUMMY	= 8'h0c;
localparam	FLASH_FAST_READ		= 8'h0d;
localparam	LED_GLOW_2			= 8'h0e;
localparam	SENSOR_ISNTR_READ	= 8'h0f;
localparam	SENSOR_ADDR_READ	= 8'h10;
localparam	SENSOR_READ_STATE	= 8'h11;
localparam	LED_GLOW_3			= 8'h12;
localparam	TERMINATE			= 8'h13;
reg		[23:0]	flash_addr;			 
reg		[7:0]	flash_instr;		 
reg		[63:0]	flash_data;			 
reg		[31:0]	iter;				 
reg		[7:0]	STATE;				 
reg		[7:0]	NEXT_STATE;			 
reg		ERROR;						 
reg		[7:0]	sclc_cnt;
reg		SCLK;
always @(posedge CLK) begin
	if (RESET) begin
		sclc_cnt <= 0;
		SCLK <= 0;
	end else if (sclc_cnt == 49) begin
		SCLK <= ~SCLK;
		sclc_cnt <= 0;
	end else begin
		sclc_cnt <= sclc_cnt + 1;
	end
end
always @(posedge SCLK or posedge RESET)
	if (RESET) begin
		STATE		<= IDLE;
		NEXT_STATE	<= FLASH_ISNTR_READ;
		flash_instr	<= READ_DATA_INSTR;
		FLASH_CS	<= 1'd1;
		ERROR		<= 1'd0;
	end
	else begin
	case (STATE)
		IDLE: begin
			STATE			<= NEXT_STATE;
			iter			<= 31'd0;
			FLASH_CS		<= 1'd0;
		end
		FLASH_ISNTR_READ: begin
			MOSI			<= flash_instr[iter];
			iter			<= iter + 31'd1;
			if (iter == 31'd7) begin
				STATE		<= FLASH_ADDR_READ;
				flash_addr	<= READ_ADDR;
				iter		<= 31'd0;
			end
		end
		FLASH_ADDR_READ: begin
			MOSI			<= flash_addr[23 - iter];
			iter			<= iter + 31'd1;
			if (iter == 31'd23) begin
				STATE		<= FLASH_READ_STATE;
				iter		<= 31'd0;
			end
		end
		FLASH_READ_STATE: begin
			MOSI			<= 1'd0;
			flash_data[iter]<= MISO;
			iter			<= iter + 31'd1;
			if (iter == 31'd63) begin
				STATE		<= LED_GLOW_1;
				FLASH_CS	<= 1'd1;
				iter		<= 31'd0;
			end
		end
		LED_GLOW_1: begin
			MOSI			<= flash_data[31'd63 - iter];
			iter			<= iter + 31'd1;
			if (iter == 31'd63) begin
				NEXT_STATE	<= FLASH_WRITE_ENABLE;
				STATE		<= IDLE;
				FLASH_CS	<= 1'd1;
				flash_instr	<= WRITE_ENABLE_INSTR;
			end
		end
		FLASH_WRITE_ENABLE: begin
			MOSI			<= flash_instr[iter];
			iter			<= iter + 31'd1;
			if (iter == 31'd7) begin
				NEXT_STATE	<= FLASH_INSTR_WRITE;
				STATE		<= IDLE;
				FLASH_CS	<= 1'd1;
				flash_instr	<= WRITE_ENABLE_INSTR;
			end
		end
		FLASH_INSTR_WRITE: begin
			MOSI			<= flash_instr[iter];
			iter			<= iter + 31'd1;
			if (iter == 31'd7) begin
				STATE		<= FLASH_ADDR_WRITE;
				flash_addr	<= WRITE_ADDR;
				iter		<= 31'd0;
			end
		end
		FLASH_ADDR_WRITE: begin
			MOSI			<= flash_addr[23 - iter];
			iter			<= iter + 31'd1;
			if (iter == 31'd23) begin
				STATE		<= FLASH_WRITE_STATE;
				FLASH_CS	<= 1'd1;
				iter		<= 31'd0;
			end
		end
		FLASH_WRITE_STATE: begin
			MOSI			<= flash_data[iter];
			iter			<= iter + 31'd1;
			if (iter == 31'd63) begin
				NEXT_STATE	<= FLASH_WRITE_DISABLE;
				STATE		<= IDLE;
				FLASH_CS	<= 1'd1;
				flash_instr	<= WRITE_DISABLE_INSTR;
			end
		end
		FLASH_WRITE_DISABLE: begin
			MOSI			<= flash_instr[iter];
			iter			<= iter + 31'd1;
			if (iter == 31'd7) begin
				NEXT_STATE	<= FLASH_INSTR_FAST;
				STATE		<= IDLE;
				FLASH_CS	<= 1'd1;
				flash_instr	<= FAST_READ_INSTR;
			end
		end
		FLASH_INSTR_FAST: begin
			MOSI			<= flash_instr[iter];
			iter			<= iter + 31'd1;
			if (iter == 31'd7) begin
				STATE		<= FLASH_ADDR_FAST;
				flash_addr	<= READ_ADDR_FAST;
				iter		<= 31'd0;
			end
		end
		FLASH_ADDR_FAST: begin
			MOSI			<= flash_addr[23 - iter];
			iter			<= iter + 31'd1;
			if (iter == 31'd23) begin
				STATE		<= FLASH_FAST_DUMMY;
				FLASH_CS	<= 1'd1;
				iter		<= 31'd0;
			end
		end
		FLASH_FAST_DUMMY: begin
			iter			<= iter + 31'd1;
			if (iter == 31'd7) begin
				STATE		<= FLASH_FAST_READ;
				iter		<= 31'd0;
			end
		end
		FLASH_FAST_READ: begin
			MOSI			<= 1'd0;
			flash_data[iter]<= MISO;
			iter			<= iter + 31'd1;
			if (iter == 31'd63) begin
				STATE		<= LED_GLOW_2;
				FLASH_CS	<= 1'd1;
				iter		<= 31'd0;
			end
		end
		LED_GLOW_2: begin
			MOSI			<= flash_data[31'd63 - iter];
			iter			<= iter + 31'd1;
			if (iter == 31'd63) begin
				STATE		<= SENSOR_ISNTR_READ;
				SENSOR_CS	<= 1'd0;
			end
		end
		SENSOR_ISNTR_READ: begin
			MOSI			<= flash_instr[iter];
			iter			<= iter + 31'd1;
			if (iter == 31'd7) begin
				STATE		<= SENSOR_ADDR_READ;
				flash_addr	<= READ_ADDR;
				iter		<= 31'd0;
			end
		end
		SENSOR_ADDR_READ: begin
			MOSI			<= flash_addr[23 - iter];
			iter			<= iter + 31'd1;
			if (iter == 31'd23) begin
				STATE		<= SENSOR_READ_STATE;
				iter		<= 31'd0;
			end
		end
		SENSOR_READ_STATE: begin
			MOSI			<= 1'd0;
			flash_data[iter]<= MISO;
			iter			<= iter + 31'd1;
			if (iter == 31'd63) begin
				STATE		<= LED_GLOW_3;
				SENSOR_CS	<= 1'd1;
				iter		<= 31'd0;
			end
		end
		LED_GLOW_3: begin
			MOSI			<= flash_data[31'd63 - iter];
			iter			<= iter + 31'd1;
			if (iter == 31'd63) begin
				STATE		<= TERMINATE;
			end
		end
		TERMINATE: begin
			STATE		<= TERMINATE;
		end
		default: begin
			ERROR		<= 1'd1;
			STATE		<= TERMINATE;
		end
	endcase
end
endmodule
==> ./run.sh <==
#!/bin/bash
# OpenROAD 26Q1-2900-gdf79404cd8, Yosys 0.63+post, stock flow scripts
make -C /OpenROAD-flow-scripts/flow DESIGN_CONFIG=/design/flow/config.mk WORK_HOME=/design/flow/orfs finish
==> ./config.mk <==
export PLATFORM = sky130hd
export DESIGN_NAME = master
export DESIGN_NICKNAME = master
export VERILOG_FILES = /design/flow/design.v
export SDC_FILE = /design/flow/constraint.sdc
export NUM_CORES = 4
export LEC_CHECK = 1
export CORE_UTILIZATION = 40
==> ./constraint.sdc <==
current_design master

set clk_period 2.5
set clk_io_pct 0.2

create_clock -name clk0 -period $clk_period [get_ports {CLK}]

set non_clock_inputs [all_inputs -no_clocks]
set_input_delay [expr $clk_period * $clk_io_pct] -clock clk0 $non_clock_inputs
set_output_delay [expr $clk_period * $clk_io_pct] -clock clk0 [all_outputs]
==> run_results.csv <==
group,metric,value,unit
routing,drcViolationCount,0,
global_route,grt_max_degree,88,
logic_synthesis,ys_seq_share,0.375,
cts,clock_latency,230,ps
finish,syn2layout_area_growth,3.08,%
worst_setup_path,worst_setup_path_end_kind,"register",
placement,hpwl,15.5,mm
power,p_per_area,49.1,nW/um^2
routing,wirelength,23.2,mm
logic_synthesis,largest_area_cell,"edfxtp_1",
finish,n_fill_cell,2318,
logic_synthesis,synth.cellmix.compoundShare,0.110,
floorplanning,core-area,23600,sq um
sta,slew_headroom,0.436,
cts,cts_hold_buf,0,
logic_synthesis,synthTopCellsByArea,"edfxtp_1, mux2_1, nor2_1",
worst_setup_path,cpPeakStageDelay,560,ps
logic_synthesis,netlist_instances,1069,
logic_synthesis,avgSynthCellArea,9.06,sq um
finish,final_cell_count_no_fill,1315,
outcome,outcome,"complete, no violations",
sta,worstMarginPinSlew,846,ps
sta,finalHoldViolCount,0,
worst_setup_path,crit_type,"in -> reg",
cts,cts-buffers-inserted,3,
sta,unclocked_pins,117,
finish,drive_gt1_frac,0.0733,
floorplanning,dieArea,24800,sq um
logic_synthesis,ys_types,74,
routing,drtIter0Drc,569,
global_route,grt_pass1_wl,38.9,mm
routing,routedWlPerCell,17.6,microns
logic_synthesis,ys_warn_count,1,
cts,cts_root_buffer,"clkbuf_16",
logic_synthesis,ys_sh_mux,0.129,
sta,fin_crit,1460,ps
routing,vias_per_cell,5.92,
logic_synthesis,xor_area_frac,0.0543,
cts,postCtsSetupRepairBufs,0,
sta,rsz0062_at_grt,"false",
logic_synthesis,top_area_frac,0.323,
worst_setup_path,arrival,1630,ps
routing,ant_nets,0,
cts,ctsLongestPathBuffers,2,
floorplanning,rows,56,
logic_synthesis,logic_family,"simple AND/OR/NAND/NOR gates",
worst_setup_path,path_buffers,1,
logic_synthesis,ys_area,9680,sq um
placement,dp_cells,1311,
logic_synthesis,simple_gate_area_frac,0.266,
power,p_leak,3.06,nW
sta,tns,0,ps
global_route,grt_pass1_vias,7263,
flow_run,maxCapViolCount,0,
sta,slew_violations,0,
flow_run,warnings,31,
cts,h-tree-depth,1,
global_route,grt.total_usage,0.205,
worst_setup_path,crit_slowest_cell,"clkdlybuf4s50_1",
placement,io_buffers,5,
logic_synthesis,synthAdderAreaFrac,0.0140,
sta,finalSetupViolCount,0,
finish,seq_area,3640,sq um
sta,fmax,685,MHz
floorplanning,ios,6,
worst_setup_path,crit_chain,"clkdlybuf4s50_1 -> or2_2 -> nor2_1",
worst_setup_path,cp-start-kind,"input pin",
power,ir_drop,0.414,mV
logic_synthesis,yosys_cells,1069,
floorplanning,fp-utilization,0.410,
routing,antennaDiodeCount,0,
floorplanning,die.size.y,158,microns
global_route,antenna_found_initial,0,
sta,post-route-period-util,0.584,
logic_synthesis,synth_flops,126,
cts,cts.clk_slew.worst_paths,40,ps
routing,num_vias,7788,
worst_setup_path,crit_required,2670,ps
finish,logic_area,5600,sq um
worst_setup_path,crit_family,"buffers and inverters",
cts,cts_tree,"built",
worst_setup_path,critPathMaxFanout,8,
placement,gp_congestion,0.867,
logic_synthesis,ys_async_sr_fraction,0.103,
sta,unconstrained_endpoints,224,
global_route,grt-ovfl-total,0,
cts,cts_resized,0,
logic_synthesis,edf_count,104,
floorplanning,die_w,158,microns
logic_synthesis,netlist_area,9680,sq um
sta,skew,1.79,ps
logic_synthesis,flop_cell,"edfxtp_1",
routing,dr.pass1.iters,5,
min_path,hold_class,"reg -> reg",
## metal layers
metal  vias up  share of wire  track usage
met5         -              0            0
met1      3770           0.48        0.332
met2       169           0.47        0.319
met4         0         0.0038      0.00786
met3         6          0.046       0.0307
li1       3843              -            -
## cell usage in the layout (no fill, tap or decap), types with 7 or more instances in the layout
| cell | n |
|---|---|
| xor2_1 | 20 |
| mux2i_1 | 22 |
| a31oi_1 | 9 |
| dfrtp_1 | 9 |
| xnor2_1 | 39 |
| mux2_2 | 13 |
| nor3_1 | 69 |
| nand2b_1 | 7 |
| edfxtp_1 | 104 |
| a211oi_1 | 9 |
| and3_1 | 9 |
| nand2_1 | 77 |
| o311ai_0 | 8 |
| inv_1 | 20 |
| nor2b_1 | 24 |
| buf_4 | 19 |
| nor3b_1 | 12 |
| nor4_1 | 65 |
| o31ai_1 | 8 |
| nor2_1 | 135 |
| or3_1 | 16 |
| o21ai_0 | 22 |
| nand3_1 | 24 |
| ha_1 | 10 |
| nand3b_1 | 14 |
| dfxtp_1 | 8 |
| nand4_1 | 15 |
| a21oi_1 | 27 |
| mux4_2 | 9 |
| o22ai_1 | 7 |
| mux2_1 | 60 |
## state kept, by name, summed over array words and instances, names as in the netlist
register / count
FLASH_CS: 1
MOSI: 1
NEXT_STATE: 4
SCLK: 1
SENSOR_CS: 1
STATE: 5
flash_addr: 6
flash_data: 64
flash_instr: 3
iter: 32
sclc_cnt: 8
## synthesized netlist by cell type, types with 5 or more instances
| master | number |
|---|---|
| inv_1 | 20 |
| nor2_1 | 135 |
| xnor2_1 | 40 |
| a31oi_1 | 9 |
| nand2_1 | 77 |
| nor3b_1 | 12 |
| o311ai_0 | 8 |
| a21oi_1 | 28 |
| clkbuf_1 | 82 |
| nor2b_1 | 24 |
| buf_1 | 12 |
| edfxtp_1 | 104 |
| o21ai_0 | 22 |
| a22oi_1 | 6 |
| buf_6 | 5 |
| or3_1 | 16 |
| nand2b_1 | 7 |
| ha_1 | 10 |
| nor3_1 | 70 |
| o22ai_1 | 7 |
| dfrtp_1 | 9 |
| a221oi_1 | 6 |
| nor4_1 | 65 |
| mux4_2 | 9 |
| nand4_1 | 15 |
| dfxtp_1 | 9 |
| o31ai_1 | 8 |
| nand3_1 | 24 |
| nand3b_1 | 14 |
| mux2_2 | 13 |
| mux2i_1 | 22 |
| a211oi_1 | 9 |
| a32oi_1 | 5 |
| and3_1 | 9 |
| mux2_1 | 60 |
| xor2_1 | 20 |
## cells by family after synthesis
family / count (synthesis)
buffers and inverters: 123
AND-OR/OR-AND: 148
AND/OR/NAND/NOR: 497
flip-flops: 126
multiplexers: 104
XOR/XNOR: 60
adder cells (fa/ha/maj): 11
## worst register-to-register path: stages (launching register included)
cell      delay [ps]
dfxtp_1          390
ha_1             180
nor4bb_1         410
or2_2            280
nor2_1            70
## per-stage QoR
step           utilization  instance area [sq um]  worst slack [ps]  hold slack [ps]  power [W]
2_1_floorplan            -                   9680               437              441   0.000196
4_1_cts              0.423                   9980              1030              501   0.000493
6_report             0.423                   9980              1040              487   0.000490
3_3_place_gp         0.419                   9900               823              458   0.000211
5_1_grt              0.423                   9980               912              530   0.000508
3_5_place_dp         0.419                   9900               800              465   0.000211
## layout make-up
| type | instances | area share |
|---|---|---|
| Sequential cell | 126 | 0.364 |
| Timing Repair Buffer | 24 | 0.0188 |
| Clock buffer | 4 | 0.00790 |
| Tap cell | 319 | 0.0400 |
| Inverter | 22 | 0.00827 |
| Multi-Input combinational cell | 820 | 0.561 |
## report_power, final
group          total (W)  switching, W  leakage, nW  internal [W]
logic          0.0000499     0.0000383         1.82     0.0000116
clock network   0.000280     0.0000674       0.0382      0.000213
registers       0.000159    0.00000463         1.20      0.000155
## final timing paths
path	from	slack, ps	end	cells past startpoint
worst max-delay path	RESET	1040	sclc_cnt[2]	3
worst min-delay path	sclc_cnt[0]	490	sclc_cnt[0]	1
worst max register to register	sclc_cnt[0]	1060	sclc_cnt[2]	4
worst min register to register	sclc_cnt[0]	490	sclc_cnt[0]	1
Power and IR drop assume default switching activity.
